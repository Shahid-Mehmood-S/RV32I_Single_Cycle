**./run.sh**
```bash
#!/bin/bash
# OpenROAD 26Q1-2900-gdf79404cd8, Yosys 0.63+post, stock flow scripts
make -C /OpenROAD-flow-scripts/flow DESIGN_CONFIG=/design/flow/config.mk WORK_HOME=/design/flow/orfs finish
```
**./constraint.sdc**
```tcl
current_design ASel_mux

set clk_period 1.0
set clk_io_pct 0.2

create_clock -name clk0 -period $clk_period

set non_clock_inputs [all_inputs -no_clocks]
set_input_delay [expr $clk_period * $clk_io_pct] -clock clk0 $non_clock_inputs
set_output_delay [expr $clk_period * $clk_io_pct] -clock clk0 [all_outputs]
```
**./design.v**
```verilog
`timescale 1ns / 1ps
module ASel_mux#(parameter width = 32)(
    input logic [width-1:0] data1,
    input logic [width-1:0] pc_out,
    input logic ASel_pin,
    output logic [width-1:0] Asel_op
    );
    always_comb
        case(ASel_pin)
        1'b0: Asel_op = data1;
        1'b1: Asel_op = pc_out;
        endcase
endmodule
```
**./config.mk**
```make
export PLATFORM = sky130hd
export DESIGN_NAME = ASel_mux
export DESIGN_NICKNAME = ASel_mux
export VERILOG_FILES = /design/flow/design.v
export SDC_FILE = /design/flow/constraint.sdc
export NUM_CORES = 4
export LEC_CHECK = 1
export CORE_AREA = 10 10 70 70
export DIE_AREA = 0 0 80 80
```
==> notes.md <==
Entry: Yosys synthesis followed by OpenROAD place and route.

Logic synthesis:
- The run puts the share of the synthesized netlist area taken by xor and xnor gates at 0.
- The synthesis stats list as the most numerous cell sky130_fd_sc_hd__mux2_4.
- The run puts the cell area after synthesis at between 500 and 600 µm².
- The main area contributors are sky130_fd_sc_hd__mux2_4 (83%), sky130_fd_sc_hd__buf_12 (11%), sky130_fd_sc_hd__mux2_2 (4.1%).
- Counting instances in the post-synthesis netlist gives the leading cell types as sky130_fd_sc_hd__mux2_4 (30), sky130_fd_sc_hd__buf_12 (3), sky130_fd_sc_hd__mux2_2 (2).
- The run puts the simple-gate share of the synthesized area at 0.
- The run puts the area fraction of the dominant cell type after synthesis at 0.828.
- For reference, the post-synthesis area per instance comes to 15.1 µm².
- The run gives the aoi/oai-family share of the synthesized area as 0.
- The run gives the number of synthesis warnings as 1.
- According to the Yosys statistics, the synthesized design has a chip area of 544 µm².
- The run puts the yosys stat cell total at 36.
- The run puts the portion of netlist area occupied by mux cells at 0.869.
- Of the synthesized area, sequential elements account for 0.
- The synthesis run identifies the leading combinational cell family as multiplexers.
- The run gives the instance tally after logic synthesis as 36.
- The cell-mix breakdown from Yosys lists the adder-cell area share as 0.
- The run gives the largest area contributor in the netlist as sky130_fd_sc_hd__mux2_4.
- The run puts the count of cell types in the netlist at 4.

STA:
- Looking at the max-slew report, the worst-margin pin has a slew of 0.0831 ns.
- The run gives the final count of negative-setup-slack endpoints as 32.
- The run puts the number of hold violations in the final report at 0.
- The run puts the share of the clock period used by the worst path at 1.09.
- The run puts the sum of negative setup slack at -2.32 ns.
- The tightest hold path in the finished design has a slack of approximately 0.80 ns.
- The run gives the fmax as between 900 and 1000 MHz.
- Subtracting the final worst setup slack from the clock period gives between 1 and 1.5 ns.
- The run puts the remaining max-slew budget at the tightest pin at 0.945.
- Setup repair after global routing could not meet its margin everywhere.
- The run gives the post-layout worst setup margin as -0.0902 ns.
- The run gives the number of slew-limit violations in the final report as 0.

Route:
- The run puts the number of design rule violations left after detail routing at 0.
- The run gives the average vias per placed instance as between 3 and 4.
- The run puts the count of antenna-violating nets left after detailed routing at 0.
- The first detailed-routing pass took 2 iterations.
- The run gives the routed via count as 673.
- The routed design ends up with an antenna cell count of 0.
- The run puts the number of DRC violations after detailed-routing iteration 0 at 12.
- The run puts the wire length per cell after detailed routing at 15.4 µm.
- The run puts the final routed wirelength across all metal layers at between 2 and 3 mm.

Critical path:
- In this run the worst path has a maximum fanout of 5.
- The critical path's slowest stage uses the library cell sky130_fd_sc_hd__mux2_4.
- The run puts the critical path depth in cells at 4.
- The critical path goes through buf_12, clkbuf_16, mux2_4, buf_6.
- The run gives the nature of the critical path startpoint as an input port.
- The run puts the required time at the worst-slack endpoint at 0.80 ns.
- The kind of cell with the highest combined delay along the critical path is buffers and inverters.
- The run gives the critical path start-end classification as in -> out.
- The run gives the source of the critical timing path as ASel_pin.
- The number of buffers and inverters on the critical path is 3.
- The arrival time of data at the worst endpoint is listed as 0.89 ns.
- For reference, the critical path is captured by Asel_op[20].
- STA classifies the critical path endpoint as a primary output.
- The run gives the maximum single-stage delay on the critical path as 0.30 ns.

Global routing:
- The run gives the global-route track usage on met3 as 0.0455.
- The run puts the maximum number of pins on one net before global-route repair at 12.
- In the global route stage, met1 resource usage came out at 0.0870.
- The run gives the first-pass GRT wire length as around 4.1 mm.
- Per the GRT log, the top usage layer is met2.
- The run gives the via count of the first global-routing pass as between 700 and 800.
- The run gives the met2 usage as 0.136.
- The number of antenna violations at the first check in global routing was 0.
- The run gives the aggregate global routing overflow as 0.
- The run gives the total routing usage reported by global routing as 0.0790.

Power and ir drop:
- The run puts the power share of the sequential group at 0.
- The run gives the logic gate share of total power as 1.000.
- The power report puts the net switching power at between 0.0001 and 0.00015 W.
- The run puts the power consumption at slightly above 0.0006 W.
- The run gives the internal power consumption as approximately 0.00047 W.
- The analysis attributes to cell leakage a power of 0.840 nW.
- The report lists the power per cell area as around 400 nW/µm².
- Switching power as a fraction of the total was reported as 0.221.
- The run gives the share of total power in the clock network as 0.
- The run gives the peak supply drop as between 0.15 and 0.2 mV.

Die:
- The run puts the die span in y at 80 µm.
- The run puts the number of core rows at 21.
- The run puts the area of the core region at between 3000 and 4000 µm².
- The run puts the starting density of the core at 0.159.
- The run puts the die outline width at ~80 µm.
- Pin placement for this block handled 97 I/O pins.
- The run gives the area of the die as 6400 µm².

Finish:
- The run gives the area added between synthesis and finish as 183%.
- According to the cell report, flip-flops and latches in the layout number 0.
- In the final layout, the multi-input gates occupy 480 µm².
- The run puts the tally of clock buffers in the finished layout at 0.
- The run puts the total of fill cells in the finished design at 343.
- The run gives the share of cells above drive strength 1 as 0.522.
- Summing all flip-flop and latch instances after layout gives 0 µm².
- The run gives the final core utilization as 0.452.

Job:
- The run puts the max capacitance violation total at 0.
- The run gives the number of warnings in the stage logs as 34.

Min path:
- The run gives the start point of the worst min-delay path as data1[23].
- The run gives the path category of the worst min-delay check as in -> out.

CTS:
- The number of hold buffers added after CTS was 0.

Outcome:
- The flow ran to the end, but the final reports show violations.
- The final reports fail on negative setup slack.

Placed design:
- The run puts the routability-driven placement congestion ratio at 0.793.
- The run puts the port buffer count at 97.
## repair_timing
item	4_1_cts	5_1_grt
cloned	2	1
resized	188	6
endpoints found under the setup margin	32	32
buffers inserted	0	0
## metrics by stage
stage / area (µm²) / setup WS [ns] / cells
finish: 1540 / -0.0902 / 180
global route: 1540 / -0.103 / 180
detailed placement: 1520 / -0.502 / 177
floorplan: 544 / 0.0669 / 36
global placement: 1520 / -0.495 / 177
CTS: 1480 / -0.0898 / 179
## cell usage in the layout (no fill, tap or decap), drive strengths merged
cell / n
mux2: 32
dlygate4sd2: 64
clkbuf: 1
buf: 37
## power by group through the flow
stage / sequential (W) / combinational (W) / clock [W]
after CTS: 0 / 0.000581 / 0
after global routing: 0 / 0.000646 / 0
final: 0 / 0.000604 / 0
## cell type report
type,instances,area share
Multi-Input combinational cell,32,0.311
Timing Repair Buffer,102,0.651
Tap cell,46,0.0373
## worst min-delay path by stage
stage     cells after the start  slack [ns]     endpoint
4_1_cts                       3        0.80  Asel_op[21]
5_1_grt                       3        0.81  Asel_op[24]
6_report                      3        0.80  Asel_op[23]
## per-layer routing
metal | part of all wire | wire (µm) | vias up
met2 | 0.47 | 1300 | 51
li1 | - | - | 335
met3 | 0.15 | 427 | 0
met1 | 0.38 | 1050 | 287
met5 | 0 | 0 | -
met4 | 0 | 0 | 0
## cells by family (layout without fill, tap and decap cells)
group	Yosys count	after routing
buffers and inverters	4	102
muxes	32	32
No activity file was given, so power comes from the tool's default toggle rates.
